==> design.v <==
package alu_pkg;
    typedef enum logic [1:0]{
        ADD_SEL = 2'b00,
        SUB_SEL = 2'b01,
        AND_SEL = 2'b10, 
        OR_SEL  = 2'b11
    } alu_sel_t;
endpackage
module moore_1p(
    input logic clk, 
    input logic rst, 
    input logic en, 
    output logic [3:0] out 
);
    typedef enum logic [1:0]{
        STATE0, 
        STATE1, 
        STATE2, 
        STATE3
    } state_t;
    state_t state_r;
    always_ff @(posedge clk) begin 
        case(state_r)
            STATE0: begin
                out <= 4'b0001; 
                if (en) state_r <= STATE1; 
            end
            STATE1: begin
                out <= 4'b0010;
                if (en) state_r <= STATE2; 
            end 
            STATE2: begin 
                out <= 4'b0100; 
                if (en) state_r <= STATE3; 
            end
            STATE3: begin 
                out <= 4'b1000; 
                if (en) state_r <= STATE0;
            end
        endcase
    end
endmodule
module moore_1p_2(
    input logic clk, 
    input logic rst, 
    input logic en, 
    output logic [3:0] out 
);
    typedef enum logic [1:0]{
        STATE0 = 2'b00, 
        STATE1 = 2'b01, 
        STATE2 = 2'b10, 
        STATE3 = 2'b11
    } state_t;
    (*syn_encoding = "gray" *) state_t state_r;  
    always_ff @(posedge clk) begin 
        case(state_r)
            STATE0: begin
                out <= 4'b0001; 
                if (en) state_r <= STATE1; 
            end
            STATE1: begin 
                out <= 4'b0010;
                if (en) state_r <= STATE2; 
            end 
            STATE2: begin 
                out <= 4'b0100; 
                if (en) state_r <= STATE3; 
            end
            STATE3: begin 
                out <= 4'b1000; 
                if (en) state_r <= STATE0;
            end
        endcase
    end
endmodule
module moore_2p(
    input logic clk, 
    input logic rst, 
    input logic en, 
    output logic [3:0] out 
);
    typedef enum logic [1:0]{
        STATE0, 
        STATE1, 
        STATE2, 
        STATE3
    } state_t;
    state_t state_r, next_state;
    always_ff @(posedge clk) begin 
        state_r <= next_state; 
        if (rst) begin 
            state_r <= STATE0;
        end
    end
    always_comb begin 
        case(state_r)
            STATE0 : begin 
                out = 4'b0001;
                if (en) next_state = STATE1; 
                else next_state = STATE0;
            end 
            STATE1 : begin 
                out = 4'b0010;
                if (en) next_state = STATE2; 
                else next_state = STATE1;
            end 
            STATE2 : begin 
                out = 4'b0100;
                if (en) next_state = STATE3; 
                else next_state = STATE2;
            end 
            STATE3 : begin 
                out = 4'b1000;
                if (en) next_state = STATE0; 
                else next_state = STATE3;
            end 
            default : begin end
        endcase 
    end
endmodule 
module moore_2p_improved(
    input logic clk, 
    input logic rst, 
    input logic en, 
    output logic [3:0] out 
);
    typedef enum logic [1:0]{
        STATE0, 
        STATE1, 
        STATE2, 
        STATE3
    } state_t;
    state_t state_r, next_state;
    always_ff @(posedge clk) begin 
        state_r <= next_state; 
        if (rst) begin 
            state_r <= STATE0;
        end
    end
    always_comb begin 
        next_state = state_r; 
        case(state_r)
            STATE0 : begin 
                out = 4'b0001;
                if (en) next_state = STATE1; 
            end 
            STATE1 : begin 
                out = 4'b0010;
            end 
            STATE2 : begin 
                out = 4'b0100;
                if (en) next_state = STATE3; 
            end 
            STATE3 : begin 
                out = 4'b1000;
                if (en) next_state = STATE0; 
            end 
            default : begin 
            end
        endcase 
    end
endmodule 
==> run.sh <==
#!/bin/bash
# OpenROAD 26Q1-2900-gdf79404cd8, Yosys 0.63+post, stock flow scripts
make -C /OpenROAD-flow-scripts/flow DESIGN_CONFIG=/design/flow/config.mk WORK_HOME=/design/flow/orfs finish
==> config.mk <==
export PLATFORM = sky130hd
export DESIGN_NAME = moore_2p
export DESIGN_NICKNAME = moore_2p
export VERILOG_FILES = /design/flow/design.v
export SDC_FILE = /design/flow/constraint.sdc
export NUM_CORES = 4
export LEC_CHECK = 1
export CORE_AREA = 10 10 70 70
export DIE_AREA = 0 0 80 80
export SYNTH_HDL_FRONTEND = slang
==> constraint.sdc <==
current_design moore_2p

set clk_period 1.0
set clk_io_pct 0.2

create_clock -name clk0 -period $clk_period [get_ports {clk}]

set non_clock_inputs [all_inputs -no_clocks]
set_input_delay [expr $clk_period * $clk_io_pct] -clock clk0 $non_clock_inputs
set_output_delay [expr $clk_period * $clk_io_pct] -clock clk0 [all_outputs]
==> out/qor.csv <==
metric,value,unit
Placed Area,284,um2
worst vdd ir,686,uV
Clock power frac,44.4,%
clk buf depth,2,
hold path start,state_r[0],
CTS Root Cell,clkbuf_4,
GR Overflow Total,0,
Final WS setup,-0.134,ns
Synth Area per Inst,9.79,um2
Final Non-Filler Cells,75,
P_sw,103,uW
logic area,75.1,um2
hold path depth,2,
initial DRC count,6,
crit path max-delay cell type,dfxtp_2,
internal reg-to-reg setup slack,0.14,ns
Worst slew margin,80.2,%
Yosys reg bits,4,
share of cells above drive strength 1,62.1,%
setup TNS,-0.134,ns
residual DRC count,0,
post-route ant nets,0,
via count,156,
cell count after synthesis,17,
Syn-to-layout area delta,114,%
Core ar.,3420,um2
# IOs,7,
largest area contributor in the netlist,dfxtp_1,
vias in the first global route,188,
Leak Pwr,0.000152,uW
status,"finished, violations left",
# H-tree levels,1,
synth cell count leaders,"4 x dfxtp_1, 3 x clkbuf_1, 3 x mux2i_1, 3 x nor2_1",
number of buffers created by CTS,3,
Final Cell Area,357,um2
post-DR vias/cell,2.08,
Top-area cell share,48.1,%
overall die width,80,um
n_diodes,0,
"top cells by area, synth","dfxtp_1 48%, mux2i_1 18%, buf_6 6.8%",
Flop pwr share,38.2,%
pwr dens,1290,nW/um2
"Hold Vio Cnt, Final",0,
Slew Limit Fails,0,
f_max,882,MHz
CTS Sinks,4,
Tightest Hold Check Type,reg -> reg,
Worst-path clk slew,0.04,ns
Comb power frac,17.4,%
hold_buf cts,0,
Largest register FFs,4,
worst-path cell chain,buf_6 -> nor3_4 -> buf_2,
Max Cap Viol,0,
Reg2Reg Depth,4,
CTS tree,done,
Placed Cells,68,
initial antenna violation count,0,
"Seq share, synth",48.1,%
YS chip area,166,um2
FF+latch area,83.8,um2
Tool Warnings,27,
Critical Path RT,0.80,ns
yosys warns,0,
PortBufs,6,
RSZ-0062 raised after global routing,true,
pin count of the biggest net entering global routing,6,
Hold EP,state_r[2],
Cell Type Count,8,
1st-pass router iterations,2,
reg2reg end,state_r[1],
internal power,359,uW
"count leader, synth",dfxtp_1,
Die Area,6400,um2
main flop type,dfxtp_1,
Tmin final,1.13,ns
Worst-Margin Slew,0.297,ns
clock skew,0.000156,ns
DR WL/cell,7.24,um
yosys cell count,17,
Post-synth EDFFs,0,
largest registers,state_r x4,
arrival time worst endpoint,0.93,ns
failing checks,negative setup slack,
fp util,4.87,%
sw frac,22.2,%
Crit Reg-Reg Startpoint,state_r[2],
Worst setup EP type,output pin,
final worst path period share,113,%
WL final,543,um
Post-Syn Area,166,um2
Worst setup SP type,register,
utilization after layout,10.4,%
Post-synth ARST share,0,%
row cnt,21,
Largest Register,state_r,
first-pass GRT wire length,924,um
"Power, Total",461,uW
crit-path max cell delay,0.32,ns
WS Path Type,reg -> out,
RD Place Congestion,0.653,
later-pin clock latency in the skew report,0.24,ns
Tot GR Track Use,1.95,%
final setup fails,1,
Fillers,404,
Die Ht,80,um
DP HPWL,347,um
Critical Path Fanout Max,2,
[cell type report]
| cell class | instances | area share [%] |
|---|---|---|
| Clock buffer | 3 | 6.32 |
| Multi-Input combinational cell | 9 | 21.1 |
| Sequential cell | 4 | 23.5 |
| Tap cell | 46 | 16.1 |
| Timing Repair Buffer | 13 | 33.0 |
[what timing repair did]
action | in CTS | in global routing
resized | 18 | 5
endpoints found under the setup margin | 8 | 4
pin swaps | 1 | 0
endpoints found under the hold margin | 0 | 0
buffers inserted | 3 | 2
[cell families after synthesis]
kind of cell / synth area share (%)
flip-flops: 48.1
multiplexers: 18.0
AND/OR/NAND/NOR: 15.0
buffers and inverters: 13.5
AND-OR/OR-AND: 5.26
[cells in the final DEF (no fill, tap or decap), drive strengths merged]
cell type      count
a211o              1
buf               10
clkbuf             3
clkdlybuf4s50      1
dlygate4sd2        1
nor2b              1
nor3               1
nor2               3
clkdlybuf4s15      1
dfxtp              4
mux2i              3
[power groups by stage]
stage / clock network [uW] / logic (uW) / registers (uW)
5_1_grt: 224 / 91.7 / 177
6_report: 205 / 80.3 / 176
4_1_cts: 208 / 68.0 / 176
[worst max-delay path, delay by kind of cell, from the launching register on]
| kind | cells | cell delay, ns |
|---|---|---|
| flip-flops | 1 | 0.32 |
| AND/OR/NAND/NOR | 1 | 0.15 |
| buffers and inverters | 2 | 0.22 |
[through the flow]
step / setup WS [ns] / hold WS, ns
2_1_floorplan: 0.221 / 0.272
3_3_place_gp: -0.282 / 0.465
3_5_place_dp: -0.292 / 0.499
4_1_cts: -0.160 / 0.507
5_1_grt: -0.195 / 0.567
6_report: -0.134 / 0.496
[worst max path at each step]
stage / from / to
after CTS: state_r[1] / out[0]
final: state_r[1] / out[0]
after global routing: state_r[1] / out[0]
[layer usage]
metal	GRT usage, %	vias up	routed length, um
met4	0.704	0	23
met5	0	-	0
met3	1.48	4	69
li1	-	77	-
met2	2.25	10	149
met1	2.60	65	300
Power and IR drop assume default switching activity.
