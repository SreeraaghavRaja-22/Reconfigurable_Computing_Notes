## design/flow/config.mk

```make
export PLATFORM = sky130hd
export DESIGN_NAME = add_tree
export DESIGN_NICKNAME = add_tree
export VERILOG_FILES = /design/flow/design.v
export SDC_FILE = /design/flow/constraint.sdc
export NUM_CORES = 4
export LEC_CHECK = 1
export CORE_UTILIZATION = 30
export SYNTH_HDL_FRONTEND = slang
```

## design/flow/constraint.sdc

```tcl
current_design add_tree

set clk_period 7.4
set clk_io_pct 0.2

create_clock -name clk0 -period $clk_period [get_ports {clk}]

set non_clock_inputs [all_inputs -no_clocks]
set_input_delay [expr $clk_period * $clk_io_pct] -clock clk0 $non_clock_inputs
set_output_delay [expr $clk_period * $clk_io_pct] -clock clk0 [all_outputs]
```

## design/flow/design.v

```verilog
package alu_pkg;
    typedef enum logic [1:0]{
        ADD_SEL = 2'b00,
        SUB_SEL = 2'b01,
        AND_SEL = 2'b10, 
        OR_SEL  = 2'b11
    } alu_sel_t;
endpackage
module add_tree #(parameter int WIDTH=16)		   		  
  (
   input 		    clk, 
   input 		    rst,
   input        [WIDTH-1:0] inputs[8],
   output logic [WIDTH-1:0] sum
   );
   logic [WIDTH-1:0] 	    inputs_r[$size(inputs)];
   logic [WIDTH-1:0] 	    add0_0, add0_1, add0_2, add0_3;
   logic [WIDTH-1:0] 	    add1_0, add1_1, add2_0;
   always_ff @(posedge clk or posedge rst) begin
      if (rst) begin
	 for (int i=0; i < 8; i++) begin
	    inputs_r[i] <= 0;	    
	 end
	 sum <= 0;
      end else begin
	 inputs_r <= inputs;
	 sum      <= add2_0;
      end 
   end
   always_comb begin
      add0_0 = inputs_r[0] + inputs_r[1];
      add0_1 = inputs_r[2] + inputs_r[3];
      add0_2 = inputs_r[4] + inputs_r[5];
      add0_3 = inputs_r[6] + inputs_r[7];
      add1_0 = add0_0 + add0_1;
      add1_1 = add0_2 + add0_3;
      add2_0 = add1_0 + add1_1;           
   end
endmodule
```

## design/flow/run.sh

```bash
#!/bin/bash
# OpenROAD 26Q1-2900-gdf79404cd8, Yosys 0.63+post, stock flow scripts
make -C /OpenROAD-flow-scripts/flow DESIGN_CONFIG=/design/flow/config.mk WORK_HOME=/design/flow/orfs finish
```

==> run summary <==
flow finished, numbers: clock tree root buffer cell=clkbuf_16, hold depth=2, worst reg2reg path depth=17, row count=54, Sw Pwr=between 1 and 1.5 mW, Cells after Synth=491, PD cells=348 nW/um^2, flops out of synthesis=about 140, met3 routed WL=1.29 mm, vias=3556, Overflow after GRT=0, Worst Hold Class=reg2reg, I/O Pins=146, top layer in use=met4, area grow syn2layout=35.7%, CTS clk-pin slew, worst paths=0.06 ns, share of layout cells above drive strength 1=0.0552, vias per cell=approximately 3.7, status=finished, final reports clean, Leakage Power=4.37 nW, Layout Skew=0.00870 ns, post-DP HPWL=8.99 mm, final setup violation count=0, DIE AREA=22800 um^2, Post-synth EDFFs=0, Peak VDD IR=0.000199 V, Layout fillers=1964, antenna violations before repair=0, max_cap viols=0, final period utilization=0.580, Max Freq=0.233 GHz, Slew Limit Fails=0, ys cells=a little under 500, crit end category=register, clk buf depth=2, Synth Seq Share=0.540, final hold vios=0, Final ANT Viol Nets=0, Period minus WS final=4.29 ns, core area=21800 um^2, H-tree levels=4, initial DRC count=55, first-pass GRT wire length=around 19 mm, distinct lib cells=27, Detailed Routing Iterations Pass 1=4, TNS Setup=0 ns, cell count after placement=a little over 900, Mapped Area=6670 um^2, Residual DRC=0, largest net degree at the start of global routing=58, Die W=151 um, unrepaired setup endpoints after global routing=no, worst path arrival time=4.64 ns, synth warn=0, Non-Filler Instances=951, Flop pwr share=0.294, gp weighted congestion=slightly above 0.8, wire length on met1=4.50 mm, gr usage total=0.115, Post-Syn Area per Cell=about 14 um^2, CP max FO=4, Total Wirelength=11.3 mm, Worst Path Class, Setup=reg2reg, Clock Sinks=roughly 140, Slew HR=0.518, Chip Height=151 um, Met2 Wirelength=5.32 mm, internal power=roughly 2.0 mW, wire per inst=between 10 and 15 um, Pre-Place Util=0.306, yosys stat chip area=6670 um^2, Port Buffers=145, Least-Margin Pin Slew=0.724 ns, Comb pwr share=0.453, vias in the first global route=between 3000 and 4000, CP Launch Type=register, Critical Path RT=7.75 ns, post-CTS resize count=0, Clk network pwr share=0.253, hold_buf cts=0, TritonCTS clock tree=done, Post-synth ARST share=1.00, Insertion Delay late pin=0.42 ns, setup bufs post-CTS=0, switch share=0.350, Post-synth top flop=dfrtp_1, CTS Buf Count=17, tool warnings=25
registers in the layout, indices dropped and copies added (netlist names):
signal and count:
sum 16, inputs_r 128
layer usage:
metal  vias up  global-route usage
met4         0              0.0195
met1      1708               0.157
li1       1709                   -
met3        12              0.0522
met2       127               0.175
met5         -                   0
placed cells by master (no fill, tap or decap), drive strengths merged:
cell type,netlist,routed
buf,0,2
xor2,4,4
o21a,2,2
nor3b,2,2
o21bai,1,1
a21o,2,2
nand3b,1,1
clkbuf,0,17
nand2b,1,1
nor2,4,4
nor3,2,2
nand2,5,5
xnor2,19,19
diode,0,1
o21ai,4,4
o22ai,2,2
clkdlybuf4s50,0,145
a21oi,8,8
inv,176,182
ha,16,16
and3,1,1
a21boi,1,1
clkinvlp,0,2
fa,87,87
or3,1,1
nor2b,3,3
dfrtp,144,144
a31oi,2,2
o311ai,1,1
clkinv,0,7
nand3,2,2
metrics by stage:
stage / utilization / hold slack, ns / instance area, um^2 / setup WS, ns / power [mW]
floorplan: - / 0.566 / 6670 / 2.05 / 1.97
global placement: 0.389 / 0.594 / 8490 / 3.15 / 2.41
detailed placement: 0.389 / 0.588 / 8490 / 3.09 / 2.42
CTS: 0.415 / 0.613 / 9050 / 3.09 / 3.24
global route: 0.415 / 0.656 / 9050 / 2.82 / 3.47
finish: 0.415 / 0.608 / 9050 / 3.11 / 3.15
cells in the mapped netlist (3+ instances only):
cell type / n / area (um^2)
a21oi_1: 7 / 35.0
dfrtp_1: 144 / 3600
fa_1: 87 / 1740
ha_1: 16 / 200
inv_1: 176 / 661
nand2_1: 5 / 18.8
nor2_1: 4 / 15.0
nor2b_1: 3 / 18.8
o21ai_1: 4 / 20.0
xnor2_1: 19 / 166
xor2_1: 4 / 35.0
worst max-delay path: stages, from the launching register on:
cell and delay [ns]:
dfrtp_1 0.32, inv_1 0.05, fa_1 0.52, inv_1 0.05, fa_1 0.50, fa_1 0.55, inv_1 0.06, fa_1 0.47
inv_1 0.07, ha_1 0.17, inv_1 0.06, fa_1 0.40, nor2b_1 0.13, o21ai_1 0.08, a21boi_1 0.25, o22ai_1 0.21
o21bai_1 0.19, xor2_1 0.15
final timing paths:
check	end	slack, ns	start
setup / recovery	sum[10]	3.11	inputs_r[50]
hold / removal	sum[0]	0.61	inputs_r[112]
setup reg to reg	sum[10]	3.11	inputs_r[50]
hold reg to reg	sum[0]	0.61	inputs_r[112]
max in group asynchronous	inputs_r[113]	4.86	rst
min in group asynchronous	sum[9]	1.46	rst
kinds of logic (layout without fill, tap and decap cells):
group / after synthesis / count (layout) / share of synthesized area
AND-OR/OR-AND: 23 / 23 / 0.0223
other: 0 / 1 / 0
XOR/XNOR: 23 / 23 / 0.0302
buffers and inverters: 176 / 355 / 0.0990
flip-flops: 144 / 144 / 0.540
adder cells (fa/ha/maj): 103 / 103 / 0.291
AND/OR/NAND/NOR: 22 / 22 / 0.0171
final cells by class:
| class | count | area [um^2] | share of cell area |
|---|---|---|---|
| multi-input cells | 171 | 2410 | 0.266 |
| flip-flops and latches | 144 | 3600 | 0.398 |
| well taps | 280 | 350 | 0.0387 |
| clock buffers | 17 | 425 | 0.0470 |
| diodes | 1 | 2.50 | 0.000277 |
| clock inverters | 15 | 129 | 0.0142 |
| repair buffers | 147 | 1470 | 0.162 |
| inverters | 176 | 666 | 0.0736 |
power groups by stage:
| stage | clock, mW | combinational, mW | sequential [mW] |
|---|---|---|---|
| CTS | 0.829 | 1.48 | 0.927 |
| global route | 0.865 | 1.67 | 0.937 |
| finish | 0.798 | 1.42 | 0.925 |
Power and IR drop assume default switching activity.
